[./config.mk]
export PLATFORM = sky130hd
export DESIGN_NAME = sd_card
export DESIGN_NICKNAME = sd_card
export VERILOG_FILES = /design/flow/design.v
export SDC_FILE = /design/flow/constraint.sdc
export NUM_CORES = 4
export LEC_CHECK = 1
export CORE_AREA = 10 10 109 109
export DIE_AREA = 0 0 119 119
[./constraint.sdc]
current_design sd_card

set clk_period 4.2
set clk_io_pct 0.2

create_clock -name clk0 -period $clk_period [get_ports {clk}]

set non_clock_inputs [all_inputs -no_clocks]
set_input_delay [expr $clk_period * $clk_io_pct] -clock clk0 $non_clock_inputs
set_output_delay [expr $clk_period * $clk_io_pct] -clock clk0 [all_outputs]
[./design.v]
`timescale 1ns / 1ps
module sd_card(
  output cs,
  output sclk,
  output mosi,
  input  miso,
  input  clk,
  input  rst,
  input  rd_req,                
  input  [31:0] block_addr,     
  output reg init_finish,       
  output reg [7:0] dout,        
  output reg sd_valid           
);
	wire [0:8*140-1] fake_data;
	assign fake_data={
	 "MATX_TAG",8'h0D,8'h0A,
	 "4F",8'h0D,8'h0A,
	 "7E",8'h0D,8'h0A,
	 "57",8'h0D,8'h0A,
	 "0F",8'h0D,8'h0A,
	 "14",8'h0D,8'h0A,
	 "53",8'h0D,8'h0A,
	 "66",8'h0D,8'h0A,
	 "62",8'h0D,8'h0A,
	 "46",8'h0D,8'h0A,
	 "10",8'h0D,8'h0A,
	 "21",8'h0D,8'h0A,
	 "22",8'h0D,8'h0A,
	 "65",8'h0D,8'h0A,
	 "50",8'h0D,8'h0A,
	 "45",8'h0D,8'h0A,
	 "15",8'h0D,8'h0A,
	 "72",8'h0D,8'h0A,
	 "31",8'h0D,8'h0A,
	 "4C",8'h0D,8'h0A,
	 "4D",8'h0D,8'h0A,
	 "26",8'h0D,8'h0A,
	 "6E",8'h0D,8'h0A,
	 "2E",8'h0D,8'h0A,
	 "30",8'h0D,8'h0A,
	 "33",8'h0D,8'h0A,
	 "39",8'h0D,8'h0A,
	 "5C",8'h0D,8'h0A,
	 "69",8'h0D,8'h0A,
	 "7B",8'h0D,8'h0A,
	 "21",8'h0D,8'h0A,
	 "4C",8'h0D,8'h0A,
	 "54",8'h0D,8'h0A,
	 8'h0D,8'h0A
	};
	assign cs = 0;
	assign sclk = 0;
	assign mosi = 0;
	reg [9:0] counter;
	reg [1:0] prepare;
	initial begin
	  init_finish = 1;
		counter = 0;
	end
	always @(posedge clk) begin
		if(rd_req) begin
		 counter <= 0;
		 sd_valid <= 0;
		 prepare <= 1;
		end
		else begin
		 if(prepare == 2) begin
		  prepare <= 1;
			if(counter < 512) begin
				dout <= block_addr==32'h2005 ? fake_data[{counter, 3'b000} +: 8] : 8'h00;
				counter <= counter + 1;
				sd_valid <= 1;
			end
		 end
		 else begin
		  prepare <= prepare + 1;
		  sd_valid <= 0;
		 end
		end
	end
endmodule
[./run.sh]
#!/bin/bash
# OpenROAD 26Q1-2900-gdf79404cd8, Yosys 0.63+post, stock flow scripts
make -C /OpenROAD-flow-scripts/flow DESIGN_CONFIG=/design/flow/config.mk WORK_HOME=/design/flow/orfs finish
==> run notes <==
Update from the flow run.

The flow ran to the end, and the final reports show no timing, DRC or antenna violations. The clock net in this run drives a total of 20 sinks. In this run the static leakage power is ~0.84 nW.

The per-cell via count in the routed design is 4.91. The slew at the pin with the worst max-slew slack is ~920 ps. The overall routing resource usage is 0.0750. The number of gates resized after CTS was 0. The maximum fanout encountered on the critical timing path is 14. The leftover overflow at the end of global routing is 0. The core occupancy in the finished layout is 0.264.

The number of warnings issued by yosys is 1. The number of input and output port buffers inserted is between 40 and 50. The number of buffers inserted by hold repair at cts is 0. The number of library cell types mapped by synthesis is 60. The reg-to-reg critical path startpoint is counter[3]. The maximum vdd drop is ~110 uV. The count of pins on the block boundary is roughly 50.

The highest clock rate this design can be run at is roughly 340 MHz. For this design the ratio of total power to cell area is roughly 160 nW/um^2. For this run, the register share of the synthesized area comes to 0.233. The synthesis report names the predominant flop master as sky130_fd_sc_hd__dfxtp_1. The critical hold path startpoint is prepare[0].

The count of state elements after synthesis is 20. Setup repair after global routing left no endpoint under its margin. The number of cells on the worst hold path is listed as 2. Across all checked pins, the minimum headroom to the slew limit is 0.380. The number of global-route vias before repair is ~1900. The critical path startpoint category is a flip-flop. The synthesized instance count is around 280. For this run, the slowest stage of the critical path takes around 800 ps. The required arrival time at the worst endpoint is between 4000 and 5000 ps. The maximum clock insertion buffer count is 2. The endpoint identified for the worst register-to-register timing path is dout[2]. The average cell area after synthesis is between 7 and 8 sq um. Subtracting the final worst setup slack from the clock period gives between 2000 and 3000 ps. The script logs the mean routed wire length per placed instance as approximately 13 um. The CTS H-tree depth is 1. In this run, synthesis inferred 7 flip-flops with an integrated enable.

The tool flagged a number of max-cap violations equal to 0. Of the available clock period, the critical path in the final layout requires 0.699. Buffers added to address setup during post-CTS repair amount to 0.

The final timing report counts setup violations totalling 0. For reference, the placement row count at floorplan is 36. The stage logs contain a warning count of 27. In the CTS report, the clock slew at the register clock pins of the worst setup and hold paths is listed as 70 ps. For this run the detailed placement stage logged an HPWL of 4190 um. Detailed routing placed a total of between 600 and 700 um of wire on met3. The global-route wire length before repair is between 9000 and 10000 um. Per the Yosys statistics, synthesis produced ~280 cells. The data arrival time reported for the critical path is roughly 2900 ps. The worst register-to-register path depth is 7. Pins over their slew limit in the final report were tallied at 0. Walking the worst path, the cells encountered are ha_1, xnor2_1, nand2_1, a21oi_1, a221oi_1, o311ai_0, o21ai_0. The total area inside the core boundary comes to approximately 9600 sq um. The iteration-0 DRC count of the detailed router is 105. The synthesized area is 2020 sq um. The die span in x is approximately 120 um. The setup slack of the most critical reg-to-reg path is around 1300 ps. The synthesis report lists the most area-consuming cells as sky130_fd_sc_hd__dfxtp_1 13%, sky130_fd_sc_hd__edfxtp_1 10%, sky130_fd_sc_hd__o21ai_0 5.5%. STA classifies the critical path endpoint as a flip-flop. The cell with the largest stage delay on the worst path is sky130_fd_sc_hd__xnor2_1. Among all cell types in the netlist, the one instantiated most often is sky130_fd_sc_hd__nor2_1. The path class of the tightest hold or removal check is reg2reg. The floorplan utilization is 0.210. The die height is roughly 120 um. Counting flops with an async set or reset pin after synthesis yields a share of 0. Per the detail_route report, the via count comes to 2122. The commonest cells after synthesis are 26 x sky130_fd_sc_hd__nor2_1, 25 x sky130_fd_sc_hd__nand2_1, 22 x sky130_fd_sc_hd__o21ai_0. The number of optimization iterations in the first detailed-route pass is 4.

Clock tree synthesis inserted a total of 3 buffers. The die covers roughly 14000 sq um. The hold-critical path endpoint is prepare[0]. Signal routing reaches up to met4. Per the detailed-route log, wirelength across all metal layers totals about 5600 um. Between clock sinks in the finished design, the worst skew comes to around 0.94 ps.

Fill cells in the final layout number roughly 1100. Routability-driven placement finished with a final weighted congestion of 0.916. Once detail routing completed, the nets flagged for antenna violations numbered 0. The fraction of layout cells with a size suffix above 1 is 0.0569.

Looking at area per cell type in the netlist, the leader is sky130_fd_sc_hd__dfxtp_1. The worst setup path is of the reg2reg kind. The skew report gives the latency at the later pin of the worst-skew pair as 250 ps. The detailed-route DRC error count is 0. Entering global routing, the biggest net connects 37 pins.

After synthesis, the chip area reported by Yosys is between 2000 and 2500 sq um. Looking at the clock tree report, the root buffer type is sky130_fd_sc_hd__clkbuf_8. The total negative setup slack is 0 ps. In the per-layer breakdown of the detailed-route log, met1 shows 2580 um. Counting endpoints that fail hold in the final report gives 0. The TritonCTS clock tree is built.

The area fraction of the largest cell type after synthesis is 0.129. The met2 layer wire length in the routed design is about 2300 um. The number of inserted diodes is 0.

The number of antenna violations at the first check in global routing came to 0. The signed area change from the synthesized netlist to the final layout is 25.8%.
[area by class of cell]
type | count | area [sq um] | share of cell area
clock buffer | 4 | 45.0 | 0.0177
inverter | 6 | 22.5 | 0.00886
multi-input combinational | 224 | 1400 | 0.549
sequential | 20 | 470 | 0.185
tap | 133 | 166 | 0.0655
timing repair buffer | 45 | 440 | 0.173
[critical path: cells and delay by family (launching register included)]
family,cells,cell delay [ps]
simple gates,1,240
fa+ha+maj,1,400
xor+xnor,1,800
compound gates,4,800
flops,1,390
[stage by stage]
stage	total power, mW	instances	hold slack (ps)	setup WS, ps	cell area, sq um
2_1_floorplan	0.256	280	440	1920	2030
3_3_place_gp	0.295	428	450	1300	2500
3_5_place_dp	0.296	428	459	1270	2500
4_1_cts	0.417	432	476	1360	2540
5_1_grt	0.435	432	508	1060	2540
6_report	0.414	432	469	1270	2540
[state kept, by name (all words and copies together), names as in the netlist]
name,count
counter,10
dout,7
prepare,2
sd_valid,1
[where the power goes]
part / leakage, nW / internal, mW / switching (mW)
logic: 0.634 / 0.0489 / 0.0355
clock network: 0.0228 / 0.0672 / 0.0550
registers: 0.178 / 0.206 / 0.00147
total: 0.835 / 0.322 / 0.0919
[how the worst max path moves through the flow]
stage,to,slack [ps],cells after the start,from
global route,dout[2],1060,7,counter[3]
CTS,dout[2],1360,7,counter[3]
finish,dout[2],1270,7,counter[3]
[metal layers]
| metal | GRT usage | up-vias |
|---|---|---|
| met4 | 0.00458 | 0 |
| met2 | 0.109 | 114 |
| met1 | 0.110 | 950 |
| met3 | 0.0254 | 2 |
| met5 | 0 | - |
| li1 | - | 1056 |
[logic make-up (layout without fill, tap and decap cells)]
group	after synthesis	count (layout)	synth area share
flip-flops	20	20	0.233
adder cells (fa/ha/maj)	3	3	0.0186
AND/OR/NAND/NOR	108	108	0.277
XOR/XNOR	16	16	0.0768
AND-OR/OR-AND	88	88	0.289
buffers and inverters	36	55	0.0812
other	2	5	0.00372
multiplexers	4	4	0.0204
[cell usage in the layout (no fill, tap or decap), types with 4 or more instances in the layout]
cell type / count
sky130_fd_sc_hd__a21oi_1: 20
sky130_fd_sc_hd__a31oi_1: 4
sky130_fd_sc_hd__buf_4: 4
sky130_fd_sc_hd__clkdlybuf4s50_1: 41
sky130_fd_sc_hd__conb_1: 5
sky130_fd_sc_hd__dfxtp_1: 13
sky130_fd_sc_hd__edfxtp_1: 7
sky130_fd_sc_hd__inv_1: 6
sky130_fd_sc_hd__nand2_1: 25
sky130_fd_sc_hd__nand2b_1: 5
sky130_fd_sc_hd__nand3_1: 6
sky130_fd_sc_hd__nand4_1: 6
sky130_fd_sc_hd__nor2_1: 26
sky130_fd_sc_hd__nor2b_1: 8
sky130_fd_sc_hd__nor3_1: 9
sky130_fd_sc_hd__nor4_1: 7
sky130_fd_sc_hd__o2111ai_1: 4
sky130_fd_sc_hd__o21a_1: 4
sky130_fd_sc_hd__o21ai_0: 22
sky130_fd_sc_hd__o22ai_1: 7
sky130_fd_sc_hd__xnor2_1: 9
sky130_fd_sc_hd__xor2_1: 5
Power figures rest on the tool's default switching activity, not on a simulated workload.
